### /design/flow/constraint.sdc
current_design dynamic_display_top

set clk_period 8.5
set clk_io_pct 0.2

create_clock -name clk0 -period $clk_period [get_ports {sys_clk}]

set non_clock_inputs [all_inputs -no_clocks]
set_input_delay [expr $clk_period * $clk_io_pct] -clock clk0 $non_clock_inputs
set_output_delay [expr $clk_period * $clk_io_pct] -clock clk0 [all_outputs]
### /design/flow/config.mk
export PLATFORM = sky130hd
export DESIGN_NAME = dynamic_display_top
export DESIGN_NICKNAME = dynamic_display_top
export VERILOG_FILES = /design/flow/design.v
export SDC_FILE = /design/flow/constraint.sdc
export NUM_CORES = 4
export LEC_CHECK = 1
export CORE_UTILIZATION = 50
### /design/flow/run.sh
#!/bin/bash
# OpenROAD 26Q1-2900-gdf79404cd8, Yosys 0.63+post, stock flow scripts
make -C /OpenROAD-flow-scripts/flow DESIGN_CONFIG=/design/flow/config.mk WORK_HOME=/design/flow/orfs finish
### /design/flow/design.v
module bcd_8421(
	input wire sys_clk ,  
	input wire sys_rst_n ,  
	input wire [19:0] data ,  
	output reg [3:0] unit ,  
	output reg [3:0] ten ,  
	output reg [3:0] hun ,  
	output reg [3:0] tho ,  
	output reg [3:0] t_tho ,  
	output reg [3:0] h_hun  
);
reg [4:0] cnt_shift;  
reg [43:0] data_shift;  
reg			shift_flag;  
always@(posedge sys_clk or negedge sys_rst_n)
	if(sys_rst_n == 1'b0)
		cnt_shift <= 5'd0;
	else if((cnt_shift == 5'd21) && (shift_flag == 1'b1))
		cnt_shift <= 5'd0;
	else if(shift_flag == 1'b1)
		cnt_shift <= cnt_shift + 1'b1;
	else
		cnt_shift <= cnt_shift;
always@(posedge sys_clk or negedge sys_rst_n)
	if(sys_rst_n == 1'b0)
		data_shift <= 44'b0;
	else if(cnt_shift == 5'd0)
		data_shift <= {24'b0,data};
	else if((cnt_shift <= 20) && (shift_flag == 1'b0))
	begin
		data_shift[23:20] <= (data_shift[23:20] > 4) ? 
		(data_shift[23:20] + 2'd3) : (data_shift[23:20]);
		data_shift[27:24] <= (data_shift[27:24] > 4) ? 
		(data_shift[27:24] + 2'd3) : (data_shift[27:24]);
		data_shift[31:28] <= (data_shift[31:28] > 4) ? 
		(data_shift[31:28] + 2'd3) : (data_shift[31:28]);
		data_shift[35:32] <= (data_shift[35:32] > 4) ? 
		(data_shift[35:32] + 2'd3) : (data_shift[35:32]);
		data_shift[39:36] <= (data_shift[39:36] > 4) ? 
		(data_shift[39:36] + 2'd3) : (data_shift[39:36]);
		data_shift[43:40] <= (data_shift[43:40] > 4) ? 
		(data_shift[43:40] + 2'd3) : (data_shift[43:40]);  
	end
	else if((cnt_shift <= 20) && (shift_flag == 1'b1))
		data_shift <= data_shift << 1;
	else
		data_shift <= data_shift;
always@(posedge sys_clk or negedge sys_rst_n)
	if(sys_rst_n == 1'b0)
		shift_flag <= 1'b0;
	else
		shift_flag <= ~shift_flag;
always@(posedge sys_clk or negedge sys_rst_n)
	if(sys_rst_n == 1'b0) begin
		unit <= 4'b0;
		ten <= 4'b0;
		hun <= 4'b0;
		tho <= 4'b0;
		t_tho <= 4'b0;
		h_hun <= 4'b0;
	end
	else if(cnt_shift == 5'd21)begin
		unit <= data_shift[23:20];
		ten <= data_shift[27:24];
		hun <= data_shift[31:28];
		tho <= data_shift[35:32];
		t_tho <= data_shift[39:36];
		h_hun <= data_shift[43:40];
end
endmodule
module data_gen
#(
    parameter CNT_MAX = 19'd499_999,
    parameter DATA_MAX = 20'd999_999
)
(
    input wire sys_clk,
    input wire sys_rst_n,
    input wire stop,
    output reg [19:0] data,
    output wire [5:0] point,
    output reg seg_en,
    output wire sign
);
reg [18:0] cnt_ms;
reg cnt_flag;
reg running;
reg stop_delayed;
reg stop_debounced;
reg [3:0] debounce_counter;  
assign point = 6'b000_100;
assign sign = 1'b0;
always @(posedge sys_clk or negedge sys_rst_n) begin
    if (!sys_rst_n) begin
        stop_delayed <= 1'b1;  
        stop_debounced <= 1'b1;  
        debounce_counter <= 4'b0;  
    end else begin
        if (stop != stop_debounced) begin
            debounce_counter <= debounce_counter + 1'b1;  
            if (debounce_counter == 4'b1111) begin  
                stop_debounced <= stop;  
                debounce_counter <= 4'b0;  
            end
        end else begin
            debounce_counter <= 4'b0;  
        end
        stop_delayed <= stop_debounced;  
    end
end
always @(posedge sys_clk or negedge sys_rst_n) begin
    if (!sys_rst_n)
        running <= 1'b1;  
    else if (stop_delayed && (!stop_debounced))  
        running <= ~running;  
end
always @(posedge sys_clk or negedge sys_rst_n) begin
    if (!sys_rst_n)
        cnt_ms <= 19'd0;
    else if (!running)
        cnt_ms <= cnt_ms;  
    else if (cnt_ms == CNT_MAX)
        cnt_ms <= 19'd0;  
    else    
        cnt_ms <= cnt_ms + 1'b1;
end
always @(posedge sys_clk or negedge sys_rst_n) begin
    if (!sys_rst_n)
        cnt_flag <= 1'b0;
    else if (cnt_ms == CNT_MAX - 1)
        cnt_flag <= 1'b1;
    else
        cnt_flag <= 1'b0;
end
always @(posedge sys_clk or negedge sys_rst_n) begin
    if (!sys_rst_n)
        data <= 20'd0;
    else if ((data == DATA_MAX) && (cnt_flag == 1'b1))
        data <= 20'd0;  
    else if (cnt_flag == 1'b1)
        data <= data + 1'b1;  
end
always @(posedge sys_clk or negedge sys_rst_n) begin
    if (!sys_rst_n)
        seg_en <= 1'b0;
    else 
        seg_en <= 1'b1;
end
endmodule
module dynamic_display_top(
	input wire sys_clk,
	input wire sys_rst_n,
	input wire stop,
	output wire stcp,
	output wire shcp,
	output wire ds,
	output wire oe
);
wire [19:0] data;
wire [5:0] point;
wire 	seg_en;
wire 	sign;
data_gen data_gen_inst(
	.sys_clk(sys_clk),
	.sys_rst_n(sys_rst_n),
	.stop(stop),
	.data(data),
	.point(point),
	.seg_en(seg_en),
	.sign(sign)
);
seg_595_dynamic seg_595_dynamic_inst(
	.sys_clk(sys_clk),
	.sys_rst_n(sys_rst_n),
	.data(data),
	.point(point),
	.seg_en(seg_en),
	.sign(sign),
	.stcp(stcp),
	.shcp(shcp),
	.ds(ds),
	.oe(oe)
);
endmodule
module hc595_ctrl(
	input wire sys_clk ,  
	input wire sys_rst_n ,  
	input wire [5:0] sel ,  
	input wire [7:0] seg ,  
	output reg stcp ,  
	output reg shcp ,  
	output reg ds ,  
	output wire oe  
);
reg [1:0] cnt_4 ;  
reg [3:0] cnt_bit ;  
wire [13:0] data ;  
assign data={seg[0],seg[1],seg[2],seg[3],seg[4],seg[5],seg[6],seg[7],sel};
assign oe = ~sys_rst_n;
always@(posedge sys_clk or negedge sys_rst_n)
	if(sys_rst_n == 1'b0)
		cnt_4 <= 2'd0;
	else if(cnt_4 == 2'd3)
		cnt_4 <= 2'd0;
	else
		cnt_4 <= cnt_4 + 1'b1;
always@(posedge sys_clk or negedge sys_rst_n)
	if(sys_rst_n == 1'b0)
		cnt_bit <= 4'd0;
	else if(cnt_4 == 2'd3 && cnt_bit == 4'd13)
		cnt_bit <= 4'd0;
	else if(cnt_4 == 2'd3)
		cnt_bit <= cnt_bit + 1'b1;
	else
		cnt_bit <= cnt_bit;
always@(posedge sys_clk or negedge sys_rst_n)
	if(sys_rst_n == 1'b0)
		stcp <= 1'b0;
	else if(cnt_bit == 4'd13 && cnt_4 == 2'd3)
		stcp <= 1'b1;
	else
		stcp <= 1'b0;
always@(posedge sys_clk or negedge sys_rst_n)
	if(sys_rst_n == 1'b0)
		shcp <= 1'b0;
	else if(cnt_4 >= 4'd2)
		shcp <= 1'b1;
	else
		shcp <= 1'b0;
always@(posedge sys_clk or negedge sys_rst_n)
	if(sys_rst_n == 1'b0)
		ds <= 1'b0;
	else if(cnt_4 == 2'd0)
		ds <= data[cnt_bit];
	else
		ds <= ds;
 endmodule
module seg_595_dynamic(
	input wire sys_clk,
	input wire sys_rst_n,
	input wire [19:0] data,
	input wire [5:0] point,
	input wire seg_en,
	input wire sign,
	output wire stcp,
	output wire shcp,
	output wire ds,
	output wire oe
);
wire [5:0] sel;
wire [7:0] seg;
seg_dynamic seg_dynamic_inst(
	.sys_clk(sys_clk),
	.sys_rst_n(sys_rst_n),
	.data(data),
	.point(point),
	.seg_en(seg_en),
	.sign(sign),
	.sel(sel),
	.seg(seg)
);
hc595_ctrl hc595_ctrl_inst(
	.sys_clk(sys_clk),
	.sys_rst_n(sys_rst_n),
	.sel(sel),
	.seg(seg),
	.stcp(stcp),
	.shcp(shcp),
	.ds(ds),
	.oe(oe)
);
endmodule
module seg_dynamic 
(
	input wire sys_clk,
	input wire sys_rst_n,
	input wire [19:0] data,
	input wire [5:0] point,
	input wire seg_en,
	input wire sign,
	output reg [5:0] sel,
	output reg [7:0] seg
);
parameter CNT_MAX = 16'd49_999;
wire [3:0] unit;
wire [3:0] ten;
wire [3:0] hun;
wire [3:0] tho;
wire [3:0] t_tho;
wire [3:0] h_hun;
reg [23:0] data_reg;
reg [15:0] cnt_1ms;  
reg flag_1ms;  
reg [2:0] cnt_sel;  
reg [5:0] sel_reg;  
reg [3:0] data_disp;  
reg dot_disp;
always@(posedge sys_clk or negedge sys_rst_n)
	if(sys_rst_n == 1'b0)
		data_reg <= 24'b0;
	else if((h_hun) || (point[5]))
		data_reg <= {h_hun,t_tho,tho,hun,ten,unit};
	else if(((t_tho) || (point[4])) && (sign == 1'b1)) 
		data_reg <= {4'd10,t_tho,tho,hun,ten,unit}; 
	else if(((t_tho) || (point[4])) && (sign == 1'b0))
		data_reg <= {4'd11,t_tho,tho,hun,ten,unit}; 
	else if(((tho) || (point[3])) && (sign == 1'b1))
		data_reg <= {4'd11,4'd10,tho,hun,ten,unit};
	else if(((tho) || (point[3])) && (sign == 1'b0))
		data_reg <= {4'd11,4'd11,tho,hun,ten,unit};
	else if(((hun) || (point[2])) && (sign == 1'b1))
		data_reg <= {4'd11,4'd11,4'd10,hun,ten,unit};
	else if(((hun) || (point[2])) && (sign == 1'b0))
		data_reg <= {4'd11,4'd11,4'd11,hun,ten,unit};
	else if(((ten) || (point[1])) && (sign == 1'b1))
		data_reg <= {4'd11,4'd11,4'd11,4'd10,ten,unit};
		else if(((ten) || (point[1])) && (sign == 1'b0))
		data_reg <= {4'd11,4'd11,4'd11,4'd11,ten,unit};
	else if(((unit) || (point[0])) && (sign == 1'b1))
		data_reg <= {4'd11,4'd11,4'd11,4'd11,4'd10,unit};
	else
		data_reg <= {4'd11,4'd11,4'd11,4'd11,4'd11,unit};
always@(posedge sys_clk or negedge sys_rst_n)
	if(sys_rst_n == 1'b0)
		cnt_1ms <= 16'd0;
	else if(cnt_1ms == CNT_MAX)
		cnt_1ms <= 16'd0;
	else
	cnt_1ms <= cnt_1ms + 1'b1;
always@(posedge sys_clk or negedge sys_rst_n)
	if(sys_rst_n == 1'b0)
		flag_1ms <= 1'b0;
	else if(cnt_1ms == CNT_MAX - 1'b1)
		flag_1ms <= 1'b1;
	else
		flag_1ms <= 1'b0;
always@(posedge sys_clk or negedge sys_rst_n)
	if(sys_rst_n == 1'b0)
		cnt_sel <= 3'd0;
	else if((cnt_sel == 3'd5) && (flag_1ms == 1'b1))
		cnt_sel <= 3'd0;
	else if(flag_1ms == 1'b1)
		cnt_sel <= cnt_sel + 1'b1;
	else
		cnt_sel <= cnt_sel;
always@(posedge sys_clk or negedge sys_rst_n)
	if(sys_rst_n == 1'b0)
		sel_reg <= 6'b000_000;
	else if((cnt_sel == 3'd0) && (flag_1ms == 1'b1))
		sel_reg <= 6'b000_001;
	else if(flag_1ms == 1'b1)
		sel_reg <= sel_reg << 1;
	else
		sel_reg <= sel_reg;
always@(posedge sys_clk or negedge sys_rst_n)
	if(sys_rst_n == 1'b0)
		data_disp <= 4'b0;
	else if((seg_en == 1'b1) && (flag_1ms == 1'b1))
		case(cnt_sel)
			3'd0: data_disp <= data_reg[3:0] ;  
			3'd1: data_disp <= data_reg[7:4] ;  
			3'd2: data_disp <= data_reg[11:8] ;  
			3'd3: data_disp <= data_reg[15:12];  
			3'd4: data_disp <= data_reg[19:16];  
			3'd5: data_disp <= data_reg[23:20];  
			default:data_disp <= 4'b0;
		endcase
	else
		data_disp <= data_disp;
always@(posedge sys_clk or negedge sys_rst_n)
	if(sys_rst_n == 1'b0)
		dot_disp <= 1'b1;
	else if(flag_1ms == 1'b1)
		dot_disp <= ~point[cnt_sel];
	else
		dot_disp <= dot_disp;
always@(posedge sys_clk or negedge sys_rst_n)
	if(sys_rst_n == 1'b0)
		seg <= 8'b1111_1111;
	else 
		case(data_disp)
			4'd0 : seg <= {dot_disp,7'b100_0000};  
			4'd1 : seg <= {dot_disp,7'b111_1001};  
			4'd2 : seg <= {dot_disp,7'b010_0100};  
			4'd3 : seg <= {dot_disp,7'b011_0000};  
			4'd4 : seg <= {dot_disp,7'b001_1001};  
			4'd5 : seg <= {dot_disp,7'b001_0010};  
			4'd6 : seg <= {dot_disp,7'b000_0010};  
			4'd7 : seg <= {dot_disp,7'b111_1000};  
			4'd8 : seg <= {dot_disp,7'b000_0000};  
			4'd9 : seg <= {dot_disp,7'b001_0000};  
			4'd10 : seg <= 8'b1011_1111 ;  
			4'd11 : seg <= 8'b1111_1111 ;  
			default:seg <= 8'b1100_0000;
		endcase
always@(posedge sys_clk or negedge sys_rst_n)
	if(sys_rst_n == 1'b0)
		sel <= 6'b000_000;
	else
		sel <= sel_reg;
bcd_8421 bcd_8421_inst(
	.sys_clk (sys_clk ),  
	.sys_rst_n (sys_rst_n),  
	.data (data ),  
	.unit (unit ),  
	.ten (ten ),  
	.hun (hun ),  
	.tho (tho ),  
	.t_tho (t_tho ),  
	.h_hun (h_hun )  
);
endmodule
==> results.ini <==
[outcome]
status = completed

[final_timing]
tns_ns = 0
fin_crit_ns = 4.26
clock_skew_ns = 0.00846
max_slew_margin_pct = 42.5
hold_viol = 0
finalCritPeriodShare_pct = 50.1
drv_slew = 0
fin_ws_ns = 4.24
setup_viol = 0
tightest_slew_ns = 0.862
rsz0062_at_grt = no
clock.fmax_mhz = 235

[final_layout]
drive_above_1_share_pct = 8.90
fillers = 1449
area_growth_pct = 9.14

[drt]
diodes = 0
drc = 0
first_iter_violations = 429
routed_wl_um = 16400
wl_met2_um = 7760
vias_per_cell = 5.59
top_layer_used = met4
drtPass1Iterations = 5
wl_met1_um = 7990
vias = 6311
met3_length_um = 541
wl_per_cell_um = 14.6
ant_nets = 0

[logic_synthesis]
yosys.area_share.xor_xnor_pct = 4.74
synthArstFlopShare_pct = 100
aoi_share_pct = 13.0
edf_count = 0
yosysTopAreaCellShare_pct = 50.9
topCombFamilyByArea = simple AND/OR/NAND/NOR gates
ys_top_cells_by_count = 188 x dfrtp_1, 94 x o21ai_0, 87 x nand2_1
yosys-top-cells-area = dfrtp_1 51%, o21ai_0 5.1%, ha_1 4.2%, nand2_1 3.5%, dfstp_2 3.4%
avgSynthCellArea_um2 = 10.3
yosys.area.top_type = dfrtp_1
yosysMostFrequentCell = dfrtp_1
adder_share_pct = 4.20
yosys_most_used_dff = dfrtp_1
numSynthFlops = 200
ys_seq_share_pct = 54.3
ys_sh_mux_pct = 4.31
ys_cells = 895
netlist_area_um2 = 9240
synthSimpleGateAreaFrac_pct = 15.4
ys_warn_count = 4
ys_types = 60
ys_chip_area_um2 = 9240
syn_inst = 895

[setup_path]
cp.required_ns = 6.80
cp-startpoint = sys_rst_n
cp_max_fo = 50
critPathKind = input port to output pin
endpoint_kind = output pin
start_kind = input port
arrival_ns = 2.56

[floorplanning]
pin_count = 7
die_h_um = 138
die-width_um = 138
coreArea_um2 = 18000
fp_util_pct = 51.3
num_rows = 49
die_area_um2 = 19000

[clock_network]
cts_root_buffer = clkbuf_16
cts.reportedPaths.clkPinSlew_ns = 0.07
cts_tree = built
clk_path_buf_depth = 2
cts_resized = 0
clkSinkCount = 200
clkLatencyLatePin_ns = 0.42
htreeDepth = 4
numCtsBuffers = 17
holdBufCountCts = 0
cts_setup_buffers = 0

[place]
port_buffers = 6
gp_congestion = 0.833
dp_hpwl_um = 10800
place_ws_ns = 4.19

[worst_hold_path]
hold_class = flip-flop to flip-flop

[grt]
grt_overflow = 0
grt_usage_pct = 19.7
antenna_found_initial = 0
grt_max_degree = 58
grt_pass1_wl_um = 28900
grt_pass1_vias = 6115

[power]
p_seq_share_pct = 53.0
switching_share_pct = 22.8
clkPwrFrac_pct = 43.2
p_sw_mw = 0.432
combPwrFrac_pct = 3.7
total_leakage_power_nw = 4.24
internal_power_mw = 1.46
power_density_nw_per_um2 = 188
vdd.ir_drop.worst_uv = 239

[run]
drv_cap = 0
warnings = 41

power groups by stage:
| stage | clock (mW) | sequential [mW] | combinational, mW |
|---|---|---|---|
| after CTS | 0.844 | 1.00 | 0.0733 |
| after global routing | 0.884 | 1.01 | 0.0836 |
| final | 0.819 | 1.01 | 0.0709 |
stage by stage:
step                area (µm²)  instances  util (%)  hold WS (ns)  power, mW
CTS                      10100       1128      55.9         0.379       1.92
floorplan                 9240        895         -         0.349       1.06
global route             10100       1128      55.9         0.386       1.98
global placement          9470       1096      52.6         0.357       1.09
finish                   10100       1128      55.9         0.372       1.90
detailed placement        9470       1096      52.6         0.359       1.10
final cells by class:
cell class	instances	area, µm²	share of cell area (%)
inverter	49	184	1.82
tap	229	287	2.84
clock inverter	13	159	1.58
clock buffer	19	453	4.49
multi-input combinational	604	3860	38.3
sequential	200	5020	49.8
timing repair buffer	14	124	1.23
cells in the final DEF, fill, tap and decap left out, drive strengths merged, types with 3 or more instances in the layout:
cell type / instances
o21ai: 97
nand4b: 4
inv: 54
nand2: 89
or2: 5
and4: 5
a22o: 9
clkinv: 4
nor4b: 3
nor3b: 5
o22ai: 10
nand3: 30
a21oi: 46
mux2: 10
o31ai: 3
a221oi: 5
nand3b: 3
ha: 31
clkbuf: 20
or3: 3
nand2b: 10
o211ai: 7
xnor2: 33
and3: 9
nor3: 14
o21bai: 3
o311ai: 4
nor4: 11
xor2: 17
nor2: 65
mux2i: 24
dfrtp: 188
buf: 8
nor2b: 6
nand4: 16
clkdlybuf4s50: 5
dfstp: 12
a31oi: 4
worst max-delay path, stage by stage:
cell,delay [ns]
clkbuf_8,0.37
inv_1,0.08
clkdlybuf4s50_1,0.41
kinds of logic after synthesis:
logic type               Yosys count
adder cells (fa/ha/maj)           31
other                              1
flip-flops                       200
AND/OR/NAND/NOR                  284
AND-OR/OR-AND                    202
multiplexers                      36
buffers and inverters             91
XOR/XNOR                          50
path summary, 6_finish.rpt:
| path | to | slack (ns) | cells after the start |
|---|---|---|---|
| setup / recovery | oe | 4.24 | 3 |
| setup reg to reg | flip-flop | 6.22 | 7 |
| hold / removal | seg_595_dynamic_inst.seg_dynamic_inst.data_reg[11] | 0.37 | 0 |
| max in group asynchronous | data_gen_inst.cnt_ms[11] | 5.60 | 3 |
| min in group asynchronous | seg_595_dynamic_inst.seg_dynamic_inst.cnt_1ms[14] | 1.22 | 1 |
| hold reg to reg | seg_595_dynamic_inst.seg_dynamic_inst.data_reg[11] | 0.37 | 0 |
routing by layer:
| metal | global-route usage [%] | vias up |
|---|---|---|
| met5 | 0 | - |
| met4 | 2.78 | 0 |
| met3 | 3.32 | 10 |
| met2 | 30.5 | 105 |
| met1 | 31.5 | 3077 |
| li1 | - | 3119 |
Power is estimated from default activity; no workload was simulated.
